## config.mk

```make
export PLATFORM = sky130hd
export DESIGN_NAME = uart_receiver
export DESIGN_NICKNAME = uart_receiver
export VERILOG_FILES = /design/flow/design.v
export SDC_FILE = /design/flow/constraint.sdc
export NUM_CORES = 4
export LEC_CHECK = 1
export CORE_UTILIZATION = 30
```

## constraint.sdc

```tcl
current_design uart_receiver

set clk_period 6.6
set clk_io_pct 0.2

create_clock -name clk0 -period $clk_period [get_ports {clock}]

set non_clock_inputs [all_inputs -no_clocks]
set_input_delay [expr $clk_period * $clk_io_pct] -clock clk0 $non_clock_inputs
set_output_delay [expr $clk_period * $clk_io_pct] -clock clk0 [all_outputs]
```

## design.v

```verilog
`timescale 1ns/1ps
module uart_receiver (
    clock,
    btu,
    reset_in,
    reset_ack,
    csize,
    parenb,
    parodd,
    rxd,
    char,
    received,
    error
);
    input clock;
    input [20:0] btu;
    input reset_in;
    output reset_ack;
    input [1:0] csize;
    input parenb;
    input parodd;
    input rxd;
    output [7:0] char;
    output received;
    output [2:0] error;
    reg reset_ack;
    reg [1:0] reset_internal_ack;
    reg [1:0] rxd_sample;
    reg bit_received;
    reg bit_value;
    reg [7:0] char;
    reg received;
    reg [20:0] btu_counter;
    reg [10:0] data_internal;
    reg parity;
    reg [2:0] error, error_next;
    reg [3:0] state, state_next;
    parameter [3:0] IDLE        = 4'h0;
    parameter [3:0] START_BIT   = 4'h1;
    parameter [3:0] BIT_0       = 4'h2;
    parameter [3:0] BIT_1       = 4'h3;
    parameter [3:0] BIT_2       = 4'h4;
    parameter [3:0] BIT_3       = 4'h5;
    parameter [3:0] BIT_4       = 4'h6;
    parameter [3:0] BIT_5       = 4'h7;
    parameter [3:0] BIT_6       = 4'h8;
    parameter [3:0] BIT_7       = 4'h9;
    parameter [3:0] PARITY_BIT  = 4'ha;
    parameter [3:0] STOP_BIT    = 4'hb;
    always @ (reset_internal_ack) begin
        reset_ack = (reset_internal_ack[0] & reset_internal_ack[1]);
    end
    always @ (negedge clock) begin
        if (reset_in == 1'b1) begin
            received <= 1'b0;
            error <= 3'b000;
            reset_internal_ack[0] <= 1'b1;
        end else begin
            reset_internal_ack[0] <= 1'b0;
            if ((state == START_BIT) && (data_internal[0] == 1'b0) && (received == 1'b0)) begin
                received <= 1'b1;
            end else begin
                received <= 1'b0;
            end
            error <= error_next;
        end
    end
    always @ (posedge clock) begin
        if (reset_in == 1'b1) begin
            rxd_sample <= 2'b11;
            bit_received <= 1'b0;
            bit_value <= 1'b0;
            btu_counter <= 21'h000000;
            data_internal <= 11'h7ff;
            state <= IDLE;
            parity <= 1'b0;
            reset_internal_ack[1] <= 1'b1;
        end else begin
            reset_internal_ack[1] <= 1'b0;
            rxd_sample <= {rxd_sample[0], rxd};
            if ((state == START_BIT) && (rxd_sample[1] == 1'b1) && (rxd_sample[0] == 1'b0)) begin
                btu_counter <= {1'b0, btu[20:1]};
            end else if (btu_counter == 21'h000000) begin
                bit_received <= 1'b1;
                bit_value <= rxd_sample[1];
                if (csize == 2'b11) begin
                    if (parenb == 1'b1) begin
                        data_internal <= {rxd_sample[1], data_internal[10:1]};
                    end else begin
                        data_internal <= {1'b1, rxd_sample[1], data_internal[9:1]};
                    end
                    char <= data_internal[9:2];
                    parity <= (data_internal[3] ^ data_internal[4] ^ data_internal[5] ^ data_internal[6] ^ data_internal[7] ^ data_internal[8] ^ data_internal[9] ^ data_internal[10] ^ parodd);
                end else if (csize == 2'b10) begin
                    if (parenb == 1'b1) begin
                        data_internal <= {1'b1, rxd_sample[1], data_internal[9:1]};
                    end else begin
                        data_internal <= {2'b11, rxd_sample[1], data_internal[8:1]};
                    end
                    char <= {1'b0, data_internal[8:2]};
                    parity <= (data_internal[3] ^ data_internal[4] ^ data_internal[5] ^ data_internal[6] ^ data_internal[7] ^ data_internal[8] ^ data_internal[9] ^ parodd);
                end else if (csize == 2'b01) begin
                    if (parenb == 1'b1) begin
                        data_internal <= {2'b11, rxd_sample[1], data_internal[8:1]};
                    end else begin
                        data_internal <= {3'b111, rxd_sample[1], data_internal[7:1]};
                    end
                    char <= {2'b00, data_internal[7:2]};
                    parity <= (data_internal[3] ^ data_internal[4] ^ data_internal[5] ^ data_internal[6] ^ data_internal[7] ^ data_internal[8] ^ parodd);
                end else begin
                    if (parenb == 1'b1) begin
                        data_internal <= {3'b111, rxd_sample[1], data_internal[7:1]};
                    end else begin
                        data_internal <= {4'b1111, rxd_sample[1], data_internal[6:1]};
                    end
                    char <= {3'b000, data_internal[6:2]};
                    parity <= (data_internal[3] ^ data_internal[4] ^ data_internal[5] ^ data_internal[6] ^ data_internal[7] ^ parodd);
                end
                btu_counter <= btu;
            end else begin
                btu_counter <= btu_counter - 1'b1;
                bit_received <= 1'b0;
            end
            state <= state_next;
            case (state)
                IDLE: begin
                    data_internal <= 11'h7ff;
                end
                START_BIT: begin
                    if ((data_internal[0] == 1'b0) && (received == 1'b1)) begin
                        data_internal <= 11'h7ff;
                    end
                end
            endcase
        end
    end
    always @ (state or bit_received or bit_value or csize or parenb or parity) begin
        case (state)
            IDLE: begin
                if (bit_received == 1'b1) begin
                    if (bit_value == 1'b1) begin
                        state_next = START_BIT;
                        error_next = 3'b000;
                    end else begin
                        state_next = IDLE;
                        error_next = 3'b100;
                    end
                end else begin
                    state_next = IDLE;
                    error_next = 3'b000;
                end
            end
            START_BIT: begin
                if ((bit_received == 1'b1) && (bit_value == 1'b0)) begin
                    state_next = BIT_0;
                end else begin
                    state_next = START_BIT;
                end
                error_next = 3'b000;
            end
            BIT_0: begin
                if (bit_received == 1'b1) begin
                    state_next = BIT_1;
                end else begin
                    state_next = BIT_0;
                end
                error_next = 3'b000;
            end
            BIT_1: begin
                if (bit_received == 1'b1) begin
                    state_next = BIT_2;
                end else begin
                    state_next = BIT_1;
                end
                error_next = 3'b000;
            end
            BIT_2: begin
                if (bit_received == 1'b1) begin
                    state_next = BIT_3;
                end else begin
                    state_next = BIT_2;
                end
                error_next = 3'b000;
            end
            BIT_3: begin
                if (bit_received == 1'b1) begin
                    state_next = BIT_4;
                end else begin
                    state_next = BIT_3;
                end
                error_next = 3'b000;
            end
            BIT_4: begin
                if (bit_received == 1'b1) begin
                    if (csize == 2'b00) begin
                        if (parenb == 1'b1) begin
                            state_next = PARITY_BIT;
                        end else begin
                            state_next = STOP_BIT;
                        end
                    end else begin
                        state_next = BIT_5;
                    end
                end else begin
                    state_next = BIT_4;
                end
                error_next = 3'b000;
            end
            BIT_5: begin
                if (bit_received == 1'b1) begin
                    if (csize == 2'b01) begin
                        if (parenb == 1'b1) begin
                            state_next = PARITY_BIT;
                        end else begin
                            state_next = STOP_BIT;
                        end
                    end else begin
                        state_next = BIT_6;
                    end
                end else begin
                    state_next = BIT_5;
                end
                error_next = 3'b000;
            end
            BIT_6: begin
                if (bit_received == 1'b1) begin
                    if (csize == 2'b10) begin
                        if (parenb == 1'b1) begin
                            state_next = PARITY_BIT;
                        end else begin
                            state_next = STOP_BIT;
                        end
                    end else begin
                        state_next = BIT_7;
                    end
                end else begin
                    state_next = BIT_6;
                end
                error_next = 3'b000;
            end
            BIT_7: begin
                if (bit_received == 1'b1) begin
                    if (parenb == 1'b1) begin
                        state_next = PARITY_BIT;
                    end else begin
                        state_next = STOP_BIT;
                    end
                end else begin
                    state_next = BIT_7;
                end
                error_next = 3'b000;
            end
            PARITY_BIT: begin
                if (bit_received == 1'b1) begin
                    if (bit_value == parity) begin
                        state_next = STOP_BIT;
                        error_next = 3'b000;
                    end else begin
                        state_next = IDLE;
                        error_next = 3'b001;
                    end
                end else begin
                    state_next = PARITY_BIT;
                    error_next = 3'b000;
                end
            end
            STOP_BIT: begin
                if (bit_received == 1'b1) begin
                    if (bit_value == 1'b1) begin
                        state_next = START_BIT;
                        error_next = 3'b000;
                    end else begin
                        state_next = IDLE;
                        error_next = 3'b010;
                    end
                end else begin
                    state_next = STOP_BIT;
                    error_next = 3'b000;
                end
            end
            default: begin
                state_next = IDLE;
                error_next = 3'b000;
            end
        endcase
    end
endmodule
module uart_transmitter (
    clock,
    btu,
    reset_in,
    reset_ack,
    csize,
    cstopb,
    parenb,
    parodd,
    char,
    load,
    txd,
    transmitted
);
    input clock;
    input [20:0] btu;
    input reset_in;
    output reset_ack;
    input [1:0] csize;
    input cstopb;
    input parenb;
    input parodd;
    input [7:0] char;
    input load;
    output txd;
    output transmitted;
    reg reset_ack;
    reg [1:0] reset_internal_ack;
    reg [20:0] btu_counter;
    reg [10:0] serializer;
    reg done;
    reg txd;
    reg transmitted;
    reg parity;
    reg [7:0] char_internal;
    always @ (reset_internal_ack) begin
        reset_ack = (reset_internal_ack[0] & reset_internal_ack[1]);
    end
    always @ (char_internal or csize or parodd) begin
        if (csize == 2'b11) begin
            parity = (char_internal[0] ^ char_internal[1] ^ char_internal[2] ^ char_internal[3] ^ char_internal[4] ^ char_internal[5] ^ char_internal[6] ^ char_internal[7] ^ parodd);
        end else if (csize == 2'b10) begin
            parity = (char_internal[0] ^ char_internal[1] ^ char_internal[2] ^ char_internal[3] ^ char_internal[4] ^ char_internal[5] ^ char_internal[6] ^ parodd);
        end else if (csize == 2'b01) begin
            parity = (char_internal[0] ^ char_internal[1] ^ char_internal[2] ^ char_internal[3] ^ char_internal[4] ^ char_internal[5] ^ parodd);
        end else begin
            parity = (char_internal[0] ^ char_internal[1] ^ char_internal[2] ^ char_internal[3] ^ char_internal[4] ^ parodd);
        end
    end
    always @ (posedge clock) begin
        if (reset_in == 1'b1) begin
            btu_counter <= 21'h000000;
            serializer <= 11'h000;
            done <= 1'b1;
            txd <= 1'b1;
            char_internal <= 8'h00;
            reset_internal_ack[0] <= 1'b1;
        end else begin
            reset_internal_ack[0] <= 1'b0;
            char_internal <= char;
            if (done == 1'b1) begin
                if (load == 1'b1) begin
                    if (csize == 2'b11) begin
                        if ((cstopb == 1'b1) && (parenb == 1'b1)) begin
                            serializer <= {2'b11, parity, char_internal};
                        end else if ((cstopb == 1'b0) && (parenb == 1'b1)) begin
                            serializer <= {2'b01, parity, char_internal};
                        end else if ((cstopb == 1'b1) && (parenb == 1'b0)) begin
                            serializer <= {3'b011, char_internal};
                        end else begin
                            serializer <= {3'b001, char_internal};
                        end
                    end else if (csize == 2'b10) begin
                        if ((cstopb == 1'b1) && (parenb == 1'b1)) begin
                            serializer <= {3'b011, parity, char_internal[6:0]};
                        end else if ((cstopb == 1'b0) && (parenb == 1'b1)) begin
                            serializer <= {3'b001, parity, char_internal[6:0]};
                        end else if ((cstopb == 1'b1) && (parenb == 1'b0)) begin
                            serializer <= {4'b0011, char_internal[6:0]};
                        end else begin
                            serializer <= {4'b0001, char_internal[6:0]};
                        end
                    end else if (csize == 2'b01) begin
                        if ((cstopb == 1'b1) && (parenb == 1'b1)) begin
                            serializer <= {4'b0011, parity, char_internal[5:0]};
                        end else if ((cstopb == 1'b0) && (parenb == 1'b1)) begin
                            serializer <= {4'b0001, parity, char_internal[5:0]};
                        end else if ((cstopb == 1'b1) && (parenb == 1'b0)) begin
                            serializer <= {5'b00011, char_internal[5:0]};
                        end else begin
                            serializer <= {5'b00001, char_internal[5:0]};
                        end
                    end else begin
                        if ((cstopb == 1'b1) && (parenb == 1'b1)) begin
                            serializer <= {5'b00011, parity, char_internal[4:0]};
                        end else if ((cstopb == 1'b0) && (parenb == 1'b1)) begin
                            serializer <= {5'b00001, parity, char_internal[4:0]};
                        end else if ((cstopb == 1'b1) && (parenb == 1'b0)) begin
                            serializer <= {6'b000011, char_internal[4:0]};
                        end else begin
                            serializer <= {6'b000001, char_internal[4:0]};
                        end
                    end
                    btu_counter <= btu;
                    txd <= 1'b0;
                    done <= 1'b0;
                end
            end else if (btu_counter == 21'h000001) begin
                if (serializer == 11'h000) begin
                    done <= 1'b1;
                end
                btu_counter <= 21'h000000;
            end else if (btu_counter == 21'h000000) begin
                btu_counter <= btu;
                txd <= serializer[0];
                serializer <= {1'b0, serializer[10:1]};
            end else begin
                btu_counter <= btu_counter - 1'b1;
            end
        end
    end
    always @ (negedge clock) begin
        if (reset_in == 1'b1) begin
            transmitted <= 1'b0;
            reset_internal_ack[1] <= 1'b1;
        end else begin
            reset_internal_ack[1] <= 1'b0;
            if ((serializer == 11'h001) && (btu_counter == 21'h000001) && (transmitted == 1'b0)) begin
                transmitted <= 1'b1;
            end else begin
                transmitted <= 1'b0;
            end
        end
    end
endmodule
```

## run.sh

```bash
#!/bin/bash
# OpenROAD 26Q1-2900-gdf79404cd8, Yosys 0.63+post, stock flow scripts
make -C /OpenROAD-flow-scripts/flow DESIGN_CONFIG=/design/flow/config.mk WORK_HOME=/design/flow/orfs finish
```

==> impl_metrics.yaml <==
# generated from flow reports
synth:
  avgSynthCellArea_um2: 8.98
  topCombFamilyByArea: "simple AND/OR/NAND/NOR gates"
  synthDistinctLibCells: 50
  synth_warnings: 1
  async_flop_share_pct: 0
  ys_area_mm2: 0.00301
  edf_count: 8
  syn_area_mm2: 0.00301
  synth_flops: 63
  ys_cells: 335
  yosys.area_share.aoi_pct: 16.4
  synth-main-ff-cell: "dfxtp_1"
  fa_ha_area_share_pct: 0.416
  ys_sh_xor_pct: 6.70
  synth_area_leader_cell: "dfxtp_1"
  netlist_instances: 335
  top_area_share_pct: 36.6
  postSynthSeqShare_pct: 44.6
  mux_share_pct: 3.00
  area_leaders: "dfxtp_1 (37%), edfxtp_1 (8.0%), xnor2_1 (6.1%), nand2_1 (5.1%), nor2_1 (3.4%)"
  ys_sh_simple_pct: 24.1
floorplan:
  num_rows: 36
  pin_count: 41
  floorplan.core_util_pct: 30.9
  coreArea_mm2: 0.00973
  die_y_um: 102
  die_width_um: 102
  die-area_mm2: 0.0104
route:
  dr.pass1.iters: 26
  ant_nets: 0
  post_drt_via_cell_ratio: 4.84
  antenna_cells: 0
  wl_per_cell_um: 13.1
  vias: 2473
  first_iter_violations: 169
  drc: 0
  routed_wl_mm: 6.69
job:
  drv.max_cap_violation_count: 0
  warnings: 30
place:
  pre_cts_ws_ns: 0.743
  dp_hpwl_mm: 4.47
  place_congestion: 0.831
  port_buffers: 40
  placed_cells: 491
cts:
  postCtsSetupRepairBufs: 0
  cts_max_path_buffers: 2
  numCtsBuffers: 9
  cts.sink_count: 63
  cts_tree: "done"
  clock_latency_ns: 0.38
  htree_levels: 3
  cts_hold_buf: 0
  cts.clk_slew.worst_paths_ns: 0.07
  clockRootBuffer: "clkbuf_8"
  ctsResizeCount: 0
final_timing:
  fin_ws_ns: 0.744
  rsz0062_at_grt: "false"
  skew_ns: 0.0428
  whs_ns: 0.460
  final_hold_viol_count: 0
  slew_violations: 0
  setup-tns-final_ns: 0
  relSlewSlack_pct: 44.9
  worst_pin_slew_ns: 0.827
  finalSetupViolations: 0
critical_path:
  criticalPathCategory: "reg2out"
  crit_path_end_kind: "output pin"
  cp-start-kind: "register"
  crit_arrival_ns: 4.54
  worstPathMaxFanout: 1
  cp.required_ns: 5.28
run_status:
  status: "completed"
grt:
  overflow: 0
  grt_max_degree: 41
  grt_usage_pct: 13.9
  grt_pass1_vias: 2311
  grt_antenna_before_repair: 0
  grt_pass1_wl_mm: 11.4
layout:
  instances_no_fill: 511
  lay_top_count: "dfxtp_1"
  drive_gt1_share_pct: 8.47
  syn_to_final_growth_pct: 24.0
  final_cell_mix: "dfxtp_1 (55), nand2_1 (41), clkdlybuf4s50_1 (40)"
  final_core_util_pct: 38.3
power:
  power_leakage_uw: 0.00132
  irDropWorstVdd_mv: 0.173
  p_per_area_mw_per_mm2: 396
min_path:
  hold_class: "reg2reg"
metal layers:
metal	part of all wire, %	track usage (%)	vias up
met3	5.1	2.99	9
li1	-	-	1279
met4	1.1	1.54	0
met1	52	22.5	1135
met2	42	20.0	50
met5	0	0	-
synth_stat cells (3+ instances only):
cell type / number
nor2_1: 27
o21ai_0: 5
clkbuf_1: 14
and3_1: 3
nor4b_1: 3
mux2i_1: 9
a211oi_1: 4
nand2_1: 41
buf_2: 3
o21ai_1: 9
o32ai_1: 3
nand3b_1: 12
nor3_1: 8
o221ai_1: 4
nor4_1: 4
edfxtp_1: 8
nand3_1: 10
xnor2_1: 21
a21oi_1: 20
o211ai_2: 3
o211ai_1: 13
or2_2: 4
dfxtp_1: 55
inv_1: 12
and2_1: 3
or3_1: 4
sequential cells by signal (all words and copies together) (netlist names):
signal              count
btu_counter            21
state                  12
data_internal          11
char                    8
error                   3
reset_internal_ack      2
rxd_sample              2
bit_received            1
bit_value               1
parity                  1
received                1
logic make-up after synthesis:
logic type,count (synthesis)
buffers and inverters,34
adder cells (fa/ha/maj),1
flip-flops,63
AND-OR/OR-AND,73
multiplexers,9
XOR/XNOR,23
AND/OR/NAND/NOR,132
where the power goes:
group / switching [uW] / leakage (uW) / internal, uW
registers: 73.3 / 0.000504 / 455
logic: 318 / 0.000691 / 261
clock network: 152 / 0.000129 / 215
total: 543 / 0.00132 / 932
worst paths after layout:
kind              slack [ns]  depth (start not counted)                   from             to
setup / recovery        0.74                          2  reset_internal_ack[0]      reset_ack
hold / removal          0.46                          1          rxd_sample[0]  rxd_sample[1]
setup reg to reg        1.67                          2           bit_received       error[0]
hold reg to reg         0.46                          1          rxd_sample[0]  rxd_sample[1]
stage by stage:
stage / total power [uW] / cell area, um^2
2_1_floorplan: 1000 / 3010
3_3_place_gp: 1110 / 3510
3_5_place_dp: 1120 / 3510
4_1_cts: 1480 / 3730
5_1_grt: 1590 / 3730
6_report: 1480 / 3730
final cells by class:
type                            count  area [um^2]
Timing Repair Buffer               44          430
Fill cell                         999         6000
Sequential cell                    63         1340
Multi-Input combinational cell    238         1520
Clock inverter                      9         87.6
Clock buffer                       12          135
Tap cell                          133          166
Inverter                           12         45.0
worst max-delay path, stage by stage, from the launching register on:
cell and delay [ns]:
dfxtp_1 0.29, and2_1 0.12, clkdlybuf4s50_1 0.46
Power figures rest on the tool's default switching activity, not on a simulated workload.
